==> /design/flow/design.v <==
`timescale 1ns / 1ps
module DataMemory(
    input CLK,
    input [31:0] address,
    input [31:0] writeData,
    input memWrite,
    input memRead,
    output [31:0] readData
    );
    reg [7:0] memFile[0:31];
    reg [31:0] readData;
    initial begin
        memFile[0] = 8'h1;
        memFile[1] = 8'h0;
        memFile[2] = 8'h0;
        memFile[3] = 8'h0;
        memFile[4] = 8'h2;
        memFile[5] = 8'h0;
        memFile[6] = 8'h0;
        memFile[7] = 8'h0;
        memFile[8] = 8'h3;
        memFile[9] = 8'h0;
        memFile[10] = 8'h0;
        memFile[11] = 8'h0;
        memFile[12] = 8'h4;
        memFile[13] = 8'h0;
        memFile[14] = 8'h0;
        memFile[15] = 8'h0;
    end
    always @ (address or memRead)
    begin
        if (memRead)
            readData = {memFile[address+3], memFile[address+2], memFile[address+1], memFile[address]};
        else
            readData = 0;
    end        
    always @ (negedge CLK)
    begin
        if (memWrite)
        begin
            memFile[address] <= writeData[7:0];
            memFile[address+1] <= writeData[15:8];
            memFile[address+2] <= writeData[23:16];
            memFile[address+3] <= writeData[31:24];
        end
    end
endmodule
==> /design/flow/run.sh <==
#!/bin/bash
# OpenROAD 26Q1-2900-gdf79404cd8, Yosys 0.63+post, stock flow scripts
make -C /OpenROAD-flow-scripts/flow DESIGN_CONFIG=/design/flow/config.mk WORK_HOME=/design/flow/orfs finish
==> /design/flow/config.mk <==
export PLATFORM = sky130hd
export DESIGN_NAME = DataMemory
export DESIGN_NICKNAME = DataMemory
export VERILOG_FILES = /design/flow/design.v
export SDC_FILE = /design/flow/constraint.sdc
export NUM_CORES = 4
export LEC_CHECK = 1
export CORE_UTILIZATION = 50
==> /design/flow/constraint.sdc <==
current_design DataMemory

set clk_period 6.9
set clk_io_pct 0.2

create_clock -name clk0 -period $clk_period [get_ports {CLK}]

set non_clock_inputs [all_inputs -no_clocks]
set_input_delay [expr $clk_period * $clk_io_pct] -clock clk0 $non_clock_inputs
set_output_delay [expr $clk_period * $clk_io_pct] -clock clk0 [all_outputs]
==> metrics.csv <==
metric;value;unit
cellLeakagePower;14.1;nW
switching_share;0.373;
vias_per_cell;6.75;
fin_cells;3862;
clockBufferDepth;3;
via_count;26062;
cts_inserted_buffers;34;
yosys-stat-area;26200;um2
firstDrtPassIters;6;
ys_cells;2490;
sequentialPowerShare;0.307;
grt_max_degree;48;
largest_reg_flops;256;
worst-setup-path-type;reg2out;
worstPathMaxFanout;2;
wl_per_cell;32.4;um
grt_pass1_vias;26220;
pwr-share-comb;0.308;
startpoint_type;flip-flop;
maxSlewViolCount;0;
largest-register;memFile;
chipArea;53300;um2
drc;0;
netlist_instances;2490;
hold_path_end;readData[7];
worst_slew_pin_slew;824;ps
setup_slack;-642;ps
grt_pass1_wl;178000;um
worst_ir_drop_vdd;0.181;mV
finalHoldViolations;0;
rsz0062_at_grt;true;
top_regs;memFile (256);
internal_power;3.95;mW
final_common_cell;buf_4;
antenna_found_initial;7;
setup_viol;32;
die_w;231;um
crit_arrival;6160;ps
grt_util_all_layers;0.508;
placementRows;83;
status;finished with violations;
hold_path_depth;4;
hold_class;in2out;
cts.sinks;256;
warnings;317;
ys_seq_elements;256;
cap_viol_max_count;0;
async_reset_ff_frac;0;
fp_util;0.508;
powerDensity;180;nW/um2
h-tree-depth;2;
ios;99;
drive_gt1_frac;0.440;
dieHeight;231;um
synth_area;26200;um2
required;5520;ps
dpl.hpwl;85500;um
cts-root-buf;clkbuf_16;
place_congestion;1.20;
ff_type;edfxtp_1;
p_clk_frac;0.385;
syn_area_per_cell;10.5;um2
final_cell_mix;481 x buf_4, 372 x nand2_1, 302 x mux2i_1;
drtIter0Drc;2491;
postRouteAntennaNets;0;
edf_count;256;
cts_tree;done;
violations;setup timing;
dp.cells;3523;
holdWs;3330;ps
cts.clk_slew.worst_paths;40;ps
holdCritStartpoint;address[3];
relSlewSlack;0.450;
synth_cell_types;80;
yosysWarnings;1;
switchingPower;2.35;mW
synth_seq_share;0.294;
area_growth;33.3;%
wl;125000;um
overflow;0;
end_kind;primary output;
io_buffer_count;71;
coreArea;51500;um2
nFillCells;3661;
[worst max-delay path, stage by stage, from the launching register on]
cell,delay (ps)
edfxtp_1,450
buf_4,180
mux4_2,460
mux2i_1,210
o22ai_2,220
a221oi_2,220
buf_4,170
nor2_4,40
buf_2,140
[cell type report]
| type | instances | area, um2 | share of cell area |
|---|---|---|---|
| timing repair buffer | 649 | 5840 | 0.167 |
| multi-input combinational | 1948 | 18400 | 0.527 |
| clock inverter | 283 | 1230 | 0.0353 |
| antenna | 5 | 12.5 | 0.000358 |
| inverter | 7 | 31.3 | 0.000896 |
| clock buffer | 34 | 851 | 0.0244 |
| sequential | 256 | 7690 | 0.220 |
| tap | 680 | 851 | 0.0244 |
[power by group through the flow]
stage / Clock [mW] / Sequential [mW] / Combinational (mW)
CTS: 2.46 / 1.93 / 1.86
global route: 2.63 / 1.93 / 2.00
finish: 2.43 / 1.93 / 1.94
[synthesized netlist by cell type (all sizes together) (20+ instances only)]
master / count / share of area
nor3: 32 / 0.0061
a31oi: 22 / 0.0053
clkbuf: 146 / 0.021
o21ai: 261 / 0.051
buf: 132 / 0.029
a21oi: 66 / 0.016
a22oi: 20 / 0.0059
nand2: 393 / 0.056
nor2: 99 / 0.016
edfxtp: 256 / 0.29
mux2i: 308 / 0.12
mux2: 258 / 0.11
nand3: 86 / 0.017
mux4: 225 / 0.19
[logic make-up (layout without fill, tap and decap cells)]
| kind of cell | count (synthesis) | in the layout | synth area share |
|---|---|---|---|
| other | 0 | 5 | 0 |
| flip-flops | 256 | 256 | 0.294 |
| adder cells (fa/ha/maj) | 8 | 8 | 0.00382 |
| buffers and inverters | 286 | 973 | 0.0510 |
| XOR/XNOR | 12 | 12 | 0.00674 |
| AND/OR/NAND/NOR | 688 | 688 | 0.117 |
| multiplexers | 791 | 791 | 0.422 |
| AND-OR/OR-AND | 449 | 449 | 0.106 |
[per-layer routing]
metal / global-route usage / up-vias / routed length, um
met5: 0.0202 / - / 191
met2: 0.662 / 2061 / 51200
met1: 0.662 / 12551 / 44000
met3: 0.354 / 472 / 22600
met4: 0.226 / 18 / 6880
li1: - / 10960 / -
[worst max path at each step]
stage / to / cells past startpoint / startpoint
after CTS: readData[17] / 7 / memFile[8][1]$_DFFE_NP_
after global routing: readData[17] / 7 / memFile[8][1]$_DFFE_NP_
final: readData[17] / 8 / memFile[18][1]$_DFFE_NP_
[metrics by stage]
stage	utilization	power, mW	area (um2)	setup TNS, ps	setup WS (ps)
2_1_floorplan	-	3.08	27100	-140240	-374
3_3_place_gp	0.624	3.94	32100	-129490	-417
3_5_place_dp	0.624	3.95	32100	-135840	-392
4_1_cts	0.675	6.24	34800	-14840	-594
5_1_grt	0.677	6.56	34900	-16550	-703
6_report	0.678	6.30	34900	-15480	-642
[repair_timing]
action / CTS / global route
setup endpoints to repair: 32 / 32
hold buffers: 0 / 0
pin swaps: 52 / 21
buffers inserted: 19 / 5
endpoints found under the hold margin: 0 / 0
gates resized: 225 / 20
gates cloned: 0 / 0
Power figures rest on the tool's default switching activity, not on a simulated workload.
