### flow/config.mk
export PLATFORM = sky130hd
export DESIGN_NAME = Reg
export DESIGN_NICKNAME = Reg
export VERILOG_FILES = /design/flow/design.v
export SDC_FILE = /design/flow/constraint.sdc
export NUM_CORES = 4
export LEC_CHECK = 1
export CORE_UTILIZATION = 30
### flow/constraint.sdc
current_design Reg

set clk_period 7.1
set clk_io_pct 0.2

create_clock -name clk0 -period $clk_period [get_ports {CLK}]

set non_clock_inputs [all_inputs -no_clocks]
set_input_delay [expr $clk_period * $clk_io_pct] -clock clk0 $non_clock_inputs
set_output_delay [expr $clk_period * $clk_io_pct] -clock clk0 [all_outputs]
### flow/design.v
`timescale 1ns / 1ps
module Reg(CLK, readReg1, readReg2, writeReg, writeData, regWrite, readData1, readData2);
    input CLK;
    input [25:21] readReg1;
    input [20:16] readReg2;
    input [4:0] writeReg;
    input [31:0] writeData;
    input regWrite;
    output [31:0] readData1;
    output [31:0] readData2;
    reg [31:0] readData1;
    reg [31:0] readData2;
    reg [31:0] regFile[31:0];
    always @ (readReg1 or readReg2)
        begin
            regFile[0] = 0;
            if(readReg1)
                readData1 = regFile[readReg1];
            else
                readData1 = 0;
            if(readReg2)
                readData2 = regFile[readReg2];
            else
                readData2 = 0;
        end
    always @ (negedge CLK)   
        begin
            if(regWrite == 1)
                regFile[writeReg] = writeData;
        end
endmodule
### flow/run.sh
#!/bin/bash
# OpenROAD 26Q1-2900-gdf79404cd8, Yosys 0.63+post, stock flow scripts
make -C /OpenROAD-flow-scripts/flow DESIGN_CONFIG=/design/flow/config.mk WORK_HOME=/design/flow/orfs finish
==> run_results.csv <==
group,metric,value,unit
floorplan,die_x,385,µm
final_layout,final_core_util,0.422,
sta,report.final.slew_viol_count,0,
logic_synthesis,syn_area,44000,µm²
placed_design,place.gp.congestion,1.05,
worst_setup_path,end_kind,"primary output",
placed_design,portBuffers,112,
floorplan,rows,140,
floorplan,ios,113,
power_and_ir_drop,p_leak,25.2,nW
global_routing,gr-usage-met2,0.473,
sta,setup_ws,-497,ps
clock_tree,htreeDepth,3,
detailed_routing,drc,0,
clock_tree,numCtsBuffers,113,
hold_path,hp-start,"readReg2[20]",
power_and_ir_drop,pwr-share-comb,0.072,
logic_synthesis,ys_seq_frac,0.676,
global_routing,grt_pass1_wl,338000,µm
power_and_ir_drop,power_frac_clock,0.527,
logic_synthesis,yosysWarnings,2,
hold_path,min_path_type,"input pin to primary output",
worst_setup_path,crit_slowest_cell,"or4_4",
global_routing,antenna_found_initial,22,
sta,hold_violations,0,
floorplan,chipHeight,385,µm
logic_synthesis,yosysMostFrequentCell,"edfxtp_1",
global_routing,track_usage,0.362,
sta,rsz0062_at_grt,"true",
logic_synthesis,ff_type,"edfxtp_1",
run_status,violations,"setup timing",
detailed_routing,drtPass1Iterations,7,
logic_synthesis,async_flop_share,0,
placed_design,dpl-instance-area,51300,µm²
logic_synthesis,top_area_cell,"edfxtp_1",
logic_synthesis,yosysChipArea,44000,µm²
worst_setup_path,crit_buf_inv,1,
logic_synthesis,top_cells_by_count,"edfxtp_1 (992), a22oi_1 (551), and3_1 (238), clkbuf_1 (153), mux2i_1 (129)",
clock_tree,clockBufferDepth,3,
detailed_routing,wl_per_cell,38.3,µm
floorplan,fp_util,0.302,
power_and_ir_drop,pwr_density_cell,268,nW/µm²
detailed_routing,ant_nets,0,
sta,fin_tns_setup,-18390,ps
global_routing,grt_use_met1,0.356,
worst_setup_path,path_delay_family,"simple AND/OR/NAND/NOR gates",
run_status,outcome,"finished, violations left",
clock_tree,cts_tree,"built",
logic_synthesis,edf_count,992,
power_and_ir_drop,ir_worst_vdd,0.203,mV
global_routing,busiest_layer,"met2",
hold_path,min_to,"readData2[8]",
worst_setup_path,worstPathMaxFanout,2,
power_and_ir_drop,share_seq_of_total_power,0.401,
logic_synthesis,synth_area_per_cell,14.1,µm²
power_and_ir_drop,power.internal,11.6,mW
global_routing,grt.overflow.total,0,
worst_setup_path,max_stage_delay,540,ps
global_routing,grt_max_degree,36,
logic_synthesis,yosysTopAreaCellShare,0.676,
worst_setup_path,crit_path_start_kind,"flop",
global_routing,grtUsageMet3,0.324,
clock_tree,clock_sinks,992,
worst_setup_path,cp_cell_sequence,"mux2i_1, o31ai_1, a2111oi_1, nand4_1, or4_4, buf_6",
detailed_routing,wirelength,254000,µm
clock_tree,root_buffer,"clkbuf_16",
placed_design,place_hpwl,162000,µm
worst_setup_path,worstPathRequired,5680,ps
power_and_ir_drop,p_switching,4.89,mW
power_and_ir_drop,netSwitchingFraction,0.296,
sta,slew_headroom,0.0196,
detailed_routing,vias_per_cell,6.13,
floorplan,fp.coreArea,146000,µm²
logic_synthesis,synth_flops,992,
global_routing,grt_pass1_vias,43715,
sta,tightest_slew,1470,ps
worst_setup_path,arrival,6180,ps
hold_path,hold_depth,4,
logic_synthesis,ys_top_cells_by_area,"edfxtp_1 (68%), a22oi_1 (9.4%), and3_1 (3.4%)",
flow_run,maxCapViolations,0,
flow_run,warnings,1020,
floorplan,dieArea,148000,µm²
worst_setup_path,worst-setup-path-type,"flop to primary output",
clock_tree,cts.clk_slew.worst_paths,30,ps
logic_synthesis,syn_inst,3121,
logic_synthesis,yosys.cell_types.count,67,
detailed_routing,drtIter0Drc,4403,
clock_tree,holdBufCountCts,0,
sta,finalSetupViolations,64,
final_layout,stdcell_area,61500,µm²
detailed_routing,vias,40673,
final_layout,syn2layout_area_growth,39.6,%
final_layout,drive_gt1_frac,0.253,
final_layout,largest_reg_flops,992,
logic_synthesis,ys_cells,3121,
==> stage by stage <==
stage	worst slack [ps]	power, mW	instances	hold slack (ps)
2_1_floorplan	-112	7.84	3121	3190
3_3_place_gp	-360	8.59	5345	4000
3_5_place_dp	-287	8.58	5345	3990
4_1_cts	-585	16.6	6602	3600
5_1_grt	-565	17.3	6620	3620
6_report	-497	16.5	6637	3590
==> repair_timing <==
item,CTS,global route
endpoints found under the setup margin,64,64
setup buffers,63,19
pin swaps,206,110
gates resized,502,93
==> power by group through the flow <==
stage	registers (mW)	logic (mW)	clock network, mW
6_report	6.61	1.19	8.69
5_1_grt	6.60	1.20	9.50
4_1_cts	6.61	1.12	8.84
==> cells by family after synthesis <==
group | Yosys count | synth area share
flip-flops | 992 | 0.676
AND-OR/OR-AND | 859 | 0.149
AND/OR/NAND/NOR | 856 | 0.112
buffers and inverters | 256 | 0.0257
multiplexers | 158 | 0.0367
==> final cells by class <==
type	count	area (µm²)
inverters	5	18.8
clock buffers	114	2850
repair buffers	627	5700
fillers	12980	84200
diodes	19	47.5
flip-flops and latches	992	29800
multi-input cells	1873	15700
well taps	1917	2400
clock inverters	1090	4960
==> layout by cell type (no fill, tap or decap), types with 12 or more instances in the layout <==
master,n
diode_2,19
mux2i_1,128
nor2_4,56
buf_6,22
a22o_1,31
nand2_1,98
mux2_2,27
or4_4,47
nand4_1,119
nand3_2,12
and3_4,69
clkinvlp_2,35
buf_12,75
buf_4,439
nand3b_1,23
edfxtp_1,992
clkbuf_16,114
clkdlybuf4s50_1,39
bufinv_16,26
a21oi_1,49
a2111oi_4,58
buf_2,52
and3_1,171
nor2_1,34
inv_1,1006
a2111oi_2,14
o22ai_1,36
a22oi_2,13
a22oi_1,538
nand3_1,85
==> worst max path at each step <==
stage	start	endpoint	slack (ps)	cells past startpoint
global route	regFile[19][22]	readData1[22]	-570	6
CTS	regFile[17][22]	readData1[22]	-590	6
finish	regFile[17][22]	readData1[22]	-500	6
==> per-layer routing <==
metal | vias to the layer above | share of wire
met2 | 4262 | 0.41
met1 | 19058 | 0.30
met3 | 1229 | 0.20
met4 | 44 | 0.084
met5 | - | 0.0039
li1 | 16080 | -
Power is estimated from default activity; no workload was simulated.
