==> /design/flow/design.v <==
`timescale 1ns / 1ps
module dataMemory(
    input CLK,
    input [31:0] address,
    input [31:0] writeData,
    input memWrite,
    input memRead,
    output [31:0] readData
    );
    reg [31:0] readData;
    reg [31:0] memFile[0:63];
    always @ (memRead)
    begin
	if(memRead)
	    readData = memFile[address];
	else
	    readData = 0;
	end
    always @ (negedge CLK)  
    begin
	if (memWrite ==1)
	    memFile[address] = writeData;
    end
endmodule
==> /design/flow/run.sh <==
#!/bin/bash
# OpenROAD 26Q1-2900-gdf79404cd8, Yosys 0.63+post, stock flow scripts
make -C /OpenROAD-flow-scripts/flow DESIGN_CONFIG=/design/flow/config.mk WORK_HOME=/design/flow/orfs finish
==> /design/flow/config.mk <==
export PLATFORM = sky130hd
export DESIGN_NAME = dataMemory
export DESIGN_NICKNAME = dataMemory
export VERILOG_FILES = /design/flow/design.v
export SDC_FILE = /design/flow/constraint.sdc
export NUM_CORES = 4
export LEC_CHECK = 1
export CORE_UTILIZATION = 30
==> /design/flow/constraint.sdc <==
current_design dataMemory

set clk_period 32.6
set clk_io_pct 0.2

create_clock -name clk0 -period $clk_period [get_ports {CLK}]

set non_clock_inputs [all_inputs -no_clocks]
set_input_delay [expr $clk_period * $clk_io_pct] -clock clk0 $non_clock_inputs
set_output_delay [expr $clk_period * $clk_io_pct] -clock clk0 [all_outputs]
==> run summary <==
Notes on the physical design

CTS built an H-tree with a depth of 4. Global routing used 18.3% of the available tracks. A synthesized cell averages 18.5 um2. The power report puts the net switching power at 1.78 mW. Setup total negative slack on the finished layout was measured at 0 ps. The wire length of the first global-routing pass is 328000 um. Checking max transition, the worst relative margin is 38.0%. The count of hold-fix buffers inserted at cts is 0.

The share of synthesized registers carrying an async set or reset is 0%. The analysis attributes to cell leakage a power of 39.4 nW. The clock tree root driver cell is sky130_fd_sc_hd__clkbuf_16.

The final count of hold timing violations is 0. Summing every instance area after synthesis gives 0.0792 mm2. In this run, post-CTS repair resized a total of 0 instances. The number of global-route vias before repair is 55.1k. The layout report lists the combined flip-flop and latch area as 0.0615 mm2. The core region is 0.263 mm2. The category of the critical setup timing path is reg2out. Sorting the synthesized cells by area gives the leading types as sky130_fd_sc_hd__edfxtp_1 (78%), sky130_fd_sc_hd__mux4_2 (3.4%), sky130_fd_sc_hd__mux2i_1 (3.3%). Per report_power, the clock group accounts for 50.1% of the total.

The die is 516 um tall. The count of instantiated cells in the yosys netlist is 4280. The area of the multi-input gates is 0.0167 mm2. Counting distinct cell types in the post-synthesis netlist gives 56. The required time at the worst endpoint is listed as 26080 ps. The number of clock buffers added by TritonCTS is 205. The fraction of power spent switching nets is 27.4%. The critical path data arrival time is 20120 ps.

The number of warning messages in the logs is 1053. The post-CTS setup buffer count is 0. The total of warnings raised by yosys is 1. Once detailed placement completed, the half-perimeter wirelength came to 123000 um.

The chip area from the yosys synthesis statistics is 0.0792 mm2. The clock edge transition at the registers on the reported setup and hold paths is 30 ps. The area fraction of the largest cell type after synthesis is 77.6%.

The die covers 0.266 mm2. The post-synth count of flops with an enable pin is 2048. The number of top-level pins is 99. The worst hold path belongs to the class in2out. Cells with a size suffix above 1 make up 13.3% of the layout. The transition time recorded at the tightest slew-check pin is 928 ps. The instance tally after logic synthesis is 4280. The sink count of the clock tree is 2048. The total of endpoints with negative setup slack in the final report is 0.

The final layout contains routed wiring with a total length of 228000 um. The final RePlAce weighted congestion is 0.867. Max-slew check failures listed in the final report amount to 0.

The number of antenna violations at the first check in global routing is 10. The prevailing post-synth register cell is sky130_fd_sc_hd__edfxtp_1.

The startpoint of the most critical setup path is memFile[10][8]$_DFFE_NP_. The chip width is 516 um. The number of violations reported at the end of detailed-routing iteration 0 is 3179.

The residual overflow from global routing is 0. The CTS tree is done. Per the detail_route report, the via count comes to 49.7k. The routed wirelength normalized by instance count is 22.4 um.

The worst setup path endpoint is readData[8]. The count of maximum capacitance violations is 0. The flow ran to the end, and the final reports show no timing, DRC or antenna violations. The worst supply voltage drop on vdd is 0.0467 mV. The worst setup path is launched from a flop.

The part of the Yosys area used for sequential elements is 77.6%. Setup repair after global routing left no endpoint under its margin. In this run the most critical hold path is launched from memRead.

The core utilization before placement is 30.2%. The sequential share of power is 45.3%.

The nature of the critical path endpoint is an output pin. In this run the worst path has a maximum fanout of 1. The worst hold path cell count is 4.

The register with the most flip-flops in the layout has 2048 of them. The combinational group share of total power is 4.6%. After detailed routing, the number of vias per cell comes to 4.90.

Compared with the post-synthesis result, the final layout area differs by 25.0%. The post-synth register bit count is 2048. The number of placement rows is 188. The overall power of the completed layout is 6.50 mW.

The most critical hold endpoint after final layout shows a slack of 14140 ps. The remaining antenna violation count after routing is 0. CTS reports a maximum clock tree buffer depth of 3. The largest net degree at the start of global routing is 88. Cell internal power was estimated by the tool at 4.72 mW. The post-route DRC violation count is 0. Before antenna repair, the detailed router went through 5 iterations. The power density of the placed cells is 65.6 mW/mm2. After filler insertion, the fill cell instance count of the layout stands at 23.6k. The most area-hungry cell type in the Yosys netlist is sky130_fd_sc_hd__edfxtp_1. The number of input and output port buffers inserted is 72.
==> worst max-delay path: stages (launching register included) <==
cell and delay (ps):
sky130_fd_sc_hd__edfxtp_1 350, sky130_fd_sc_hd__or3b_2 190, sky130_fd_sc_hd__a21oi_1 60, sky130_fd_sc_hd__a2111oi_0 800, sky130_fd_sc_hd__nand4_1 560, sky130_fd_sc_hd__o41a_1 600
sky130_fd_sc_hd__clkdlybuf4s50_1 470
==> final cells by class <==
class | count | area share, %
sequential | 2048 | 62.1
multi-input combinational | 1898 | 16.9
clock inverter | 2206 | 9.11
clock buffer | 213 | 5.38
tap | 3515 | 4.44
timing repair buffer | 268 | 2.09
inverter | 4 | 0.0227
antenna | 4 | 0.0101
==> layout by cell type (no fill, tap or decap), drive strengths merged, types with 93 or more instances in the layout <==
cell type,netlist,final
clkbuf,144,213
o22ai,121,121
inv,5,2127
mux2i,259,259
edfxtp,2048,2048
mux4,120,120
a21oi,134,134
a22oi,140,140
nand3,93,93
buf,185,232
nor2,119,119
a221oi,220,220
==> logic make-up after synthesis <==
kind of cell | Yosys count | share of synthesized area (%)
simple gates | 495 | 3.55
compound gates | 955 | 9.21
flops | 2048 | 77.6
buf+inv | 334 | 1.98
mux | 448 | 7.66
==> cell usage after synthesis, types with 9 or more instances <==
cell type and number:
sky130_fd_sc_hd__edfxtp_1 2048, sky130_fd_sc_hd__mux2i_1 259, sky130_fd_sc_hd__a221oi_1 220, sky130_fd_sc_hd__clkbuf_1 144
sky130_fd_sc_hd__a22oi_1 140, sky130_fd_sc_hd__a21oi_1 134, sky130_fd_sc_hd__buf_2 133, sky130_fd_sc_hd__o22ai_1 121
sky130_fd_sc_hd__mux4_2 120, sky130_fd_sc_hd__nor2_1 118, sky130_fd_sc_hd__nand3_1 93, sky130_fd_sc_hd__a22o_1 75
sky130_fd_sc_hd__or3b_2 70, sky130_fd_sc_hd__mux2_2 68, sky130_fd_sc_hd__nand3b_1 56, sky130_fd_sc_hd__a211oi_1 45
sky130_fd_sc_hd__a221o_1 40, sky130_fd_sc_hd__nand2_1 40, sky130_fd_sc_hd__o31a_1 40, sky130_fd_sc_hd__nor3_1 39
sky130_fd_sc_hd__a211o_1 29, sky130_fd_sc_hd__buf_1 25, sky130_fd_sc_hd__nor2b_1 23, sky130_fd_sc_hd__a31oi_1 22
sky130_fd_sc_hd__o21ai_0 17, sky130_fd_sc_hd__a2111oi_0 16, sky130_fd_sc_hd__buf_4 16, sky130_fd_sc_hd__o22a_1 16
sky130_fd_sc_hd__o41a_1 15, sky130_fd_sc_hd__or3_1 15, sky130_fd_sc_hd__nand4_1 14, sky130_fd_sc_hd__buf_6 10
sky130_fd_sc_hd__and2_1 9
==> power by group through the flow <==
stage / clock network [mW] / registers, mW / logic, mW
final: 3.26 / 2.94 / 0.298
after global routing: 3.67 / 2.94 / 0.316
after CTS: 3.36 / 2.94 / 0.300
==> metal layers <==
layer  part of all wire, %  track usage, %  vias up  routed length [um]
met1                    33            17.9    23769               74500
met3                    16            16.0      423               37000
met4                   3.9            8.83        6                8860
li1                      -               -    22352                   -
met5                 0.071           0.721        -                 161
met2                    47            26.3     3196              107000
==> stage by stage <==
| step | std cells | worst slack, ps | utilization [%] | cell area [um2] |
|---|---|---|---|---|
| global placement | 7734 | 6120 | 32.3 | 84700 |
| CTS | 10152 | 5780 | 37.7 | 99100 |
| finish | 10156 | 5960 | 37.7 | 99100 |
| floorplan | 4280 | 6720 | - | 79200 |
| global route | 10152 | 5920 | 37.7 | 99100 |
| detailed placement | 7734 | 6110 | 32.3 | 84700 |
==> worst min-delay path by stage <==
stage / slack, ps / endpoint
after CTS: 14140 / readData[22]
final: 14140 / readData[20]
after global routing: 14180 / readData[22]
No activity file was given, so power comes from the tool's default toggle rates.
